## ./run.sh

```bash
#!/bin/bash
# OpenROAD 26Q1-2900-gdf79404cd8, Yosys 0.63+post, stock flow scripts
make -C /OpenROAD-flow-scripts/flow DESIGN_CONFIG=/design/flow/config.mk WORK_HOME=/design/flow/orfs finish
```

## ./config.mk

```make
export PLATFORM = sky130hd
export DESIGN_NAME = minutos
export DESIGN_NICKNAME = minutos
export VERILOG_FILES = /design/flow/design.v
export SDC_FILE = /design/flow/constraint.sdc
export NUM_CORES = 4
export LEC_CHECK = 1
export CORE_AREA = 10 10 70 70
export DIE_AREA = 0 0 80 80
```

## ./design.v

```verilog
module minutos (
	input wire  clk_i,
	input wire  rstn_i,
  input wire  inc_min_i,
  output wire inc_hora_o,
  output wire [5:0] minutos
);
  reg [5:0] minutos_reg;
  reg        alt_reg;
  reg        inc_hora_o_reg;
  assign minutos = minutos_reg;
  assign inc_hora_o = inc_hora_o_reg;
  always @(posedge clk_i or negedge rstn_i) begin
    if (!rstn_i) begin
      minutos_reg <= 6'b0;
      alt_reg     <= 1'b0;
      inc_hora_o_reg   <= 1'b0;
    end else begin
      inc_hora_o_reg <= 1'b0;
      if (inc_min_i && !alt_reg) begin
        if (minutos_reg == 6'd59) begin
          minutos_reg <= 6'b0;  
          inc_hora_o_reg   <= 1'b1;  
        end else begin
          minutos_reg <= minutos_reg + 1;
        end
        alt_reg <= 1'b1;  
      end else if (!inc_min_i) begin
        alt_reg <= 1'b0;  
      end
    end
  end
endmodule
```

## ./constraint.sdc

```tcl
current_design minutos

set clk_period 2.4
set clk_io_pct 0.2

create_clock -name clk0 -period $clk_period [get_ports {clk_i}]

set non_clock_inputs [all_inputs -no_clocks]
set_input_delay [expr $clk_period * $clk_io_pct] -clock clk0 $non_clock_inputs
set_output_delay [expr $clk_period * $clk_io_pct] -clock clk0 [all_outputs]
```

==> results_dict.tcl <==
# implementation run metrics
set metrics [dict create \
    ios 10 \
    p_leak_nw 0.225 \
    portBuffers 9 \
    lay_top_count "clkdlybuf4s50_1" \
    ir_drop_uv 293 \
    synthCells 43 \
    cts_tree "built" \
    drv_slew 0 \
    final-hold-violation-count 0 \
    cts_resized 0 \
    gp_congestion 0.777 \
    via_count 344 \
    flop_area_um2 200 \
    ys_cells 43 \
    rr_startpoint "minutos_reg[0]" \
    postSynthAreaPerCell_um2 9.63 \
    clock_skew_ns 0.00522 \
    whs_ns 0.511 \
    grt_max_degree 14 \
    grt_pass1_vias 315 \
    dpl.hpwl_um 741 \
    row_count 21 \
    num-fill-cells 396 \
    clock-sinks 8 \
    route.detailed.drc 0 \
    layout_min_cycle_time_ns 1.81 \
    tns_ns 0 \
    crit_arrival_ns 1.33 \
    ys_ff 8 \
    warnings 25 \
    yosys_warnings 1 \
    viasPerCell 3.51 \
    cts_max_path_buffers 2 \
    wl_per_cell_um 9.61 \
    ant_nets 0 \
    die_area_um2 6400 \
    cp_slowest_cell "dfrtp_1" \
    crit_path_max_incr_delay_ns 0.54 \
    largest_register_ffs 6 \
    cts_setup_buffers 0 \
    lay_top_cells "clkdlybuf4s50_1, dfrtp_1, nand2_1, nand3_1" \
    crit_start "minutos_reg[2]" \
    first_iter_violations 4 \
    area_growth_pct 37.5 \
    drive_above_1_share 0.0769 \
    num_antenna_cells 0 \
    mi_logic_area_um2 191 \
    core-area_um2 3420 \
    layout_setup_ws_ns 0.587 \
    synth.distinct_cells 20 \
    status "complete, no violations" \
    drt_pass1_iterations 4 \
    cts_buffers 3 \
    endpoint_kind "primary output" \
    ys_seq_share 0.483 \
    gr-total-overflow 0 \
    p_per_area_nw_per_um2 898 \
    required_ns 1.92 \
    fmax_mhz 552 \
    die.size.x_um 80 \
    cp-start-kind "register" \
    clk_pin_slew_worst_paths_ns 0.06 \
    initCoreUtil 0.121 \
    hold_buffers 0 \
    period_used_share 0.755 \
    syn-cell-area_um2 414 \
    relSlewSlack 0.747 \
    crit_type "reg -> out" \
    clkLatencyLatePin_ns 0.25 \
    h-tree-depth 1 \
    post-place-ws_ns 0.603 \
    grt_usage 0.0300 \
    cp_num_buf_inv 1 \
    finalSetupViolCount 0 \
    grt_pass1_wl_um 1570 \
    final_util 0.167 \
    clockRootBuffer "clkbuf_4" \
    yosys_area_um2 414 \
    crit_family "flip-flops" \
    critical_path.max_fanout 13 \
    holdCritPathClass "in -> async" \
    die_y_um 80 \
    drv_cap 0 \
    rsz0062_at_grt "no" \
    tightest_slew_ns 0.378 \
    routed_wl_um 942 \
    path_cells "clkdlybuf4s50_1" \
    power_mw 0.511 \
    antenna_found_initial 0 \
]
-- logic make-up after synthesis --
family | Yosys count | synth area share
buf+inv | 5 | 0.0544
compound gates | 7 | 0.109
simple gates | 22 | 0.323
flops | 8 | 0.483
fa+ha+maj | 1 | 0.0302
-- layout make-up --
class | instances | share of cell area
inverters | 2 | 0.0132
repair buffers | 9 | 0.158
well taps | 46 | 0.101
flip-flops and latches | 8 | 0.352
multi-input cells | 30 | 0.336
clock buffers | 3 | 0.0396
-- routing by layer --
layer	wire, um	global-route usage	part of all wire	vias up
met5	0	0	0	-
met4	8	0.00704	0.0085	0
met3	43	0.0102	0.046	2
met2	423	0.0401	0.45	6
met1	466	0.0445	0.49	162
li1	-	-	-	174
-- path summary, 6_finish.rpt --
kind	endpoint	slack [ns]	depth (start not counted)
hold reg to reg	minutos_reg[1]	0.53	2
hold / removal	minutos_reg[3]	0.51	1
max in group asynchronous	minutos_reg[2]	1.61	1
setup reg to reg	minutos_reg[4]	1.10	4
min in group clk0	minutos_reg[1]	0.53	2
setup / recovery	minutos[2]	0.59	1
-- power by group --
part	switching (mW)	total (mW)	internal (mW)
clock	0.0453	0.102	0.0572
combinational	0.0556	0.165	0.110
sequential	0.0719	0.244	0.172
total	0.173	0.511	0.339
-- metrics by stage --
step | std cells | area, um^2
3_5_place_dp | 95 | 547
5_1_grt | 98 | 569
6_report | 98 | 569
2_1_floorplan | 43 | 414
4_1_cts | 98 | 569
3_3_place_gp | 95 | 547
-- cells in the mapped netlist --
cell type / n / area [um^2]
a21o_1: 1 / 7.51
buf_2: 3 / 15.0
dfrtp_1: 8 / 200
ha_1: 1 / 12.5
inv_1: 2 / 7.51
nand2_1: 5 / 18.8
nand2b_4: 1 / 13.8
nand3_1: 4 / 20.0
nand3b_1: 2 / 15.0
nand4_1: 3 / 18.8
nand4b_1: 1 / 8.76
nor2_1: 1 / 3.75
nor2b_1: 1 / 6.26
nor3_1: 1 / 5.00
nor3b_1: 1 / 7.51
o211ai_1: 2 / 15.0
o21ai_0: 3 / 15.0
o31ai_1: 1 / 7.51
or3_1: 1 / 6.26
or4b_1: 1 / 10.0
Power is estimated from default activity; no workload was simulated.
