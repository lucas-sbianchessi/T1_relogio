<file path="flow/config.mk">
export PLATFORM = sky130hd
export DESIGN_NAME = horas
export DESIGN_NICKNAME = horas
export VERILOG_FILES = /design/flow/design.v
export SDC_FILE = /design/flow/constraint.sdc
export NUM_CORES = 4
export LEC_CHECK = 1
export CORE_AREA = 10 10 70 70
export DIE_AREA = 0 0 80 80
</file>
<file path="flow/constraint.sdc">
current_design horas

set clk_period 1.4
set clk_io_pct 0.2

create_clock -name clk0 -period $clk_period [get_ports {clk_i}]

set non_clock_inputs [all_inputs -no_clocks]
set_input_delay [expr $clk_period * $clk_io_pct] -clock clk0 $non_clock_inputs
set_output_delay [expr $clk_period * $clk_io_pct] -clock clk0 [all_outputs]
</file>
<file path="flow/design.v">
module horas (
	input wire  clk_i,
	input wire  rstn_i,
  input wire  inc_i,
  output wire alt_o,
  output wire [5:0] horas
);
  wire alt;
	always @(posedge clk_i, negedge rstn_i) begin
		if (rstn_i == 1'b0) begin
      horas = 0;
      alt_o    = 0;
		end else begin
      if (inc_i && !alt) begin
        horas++;
        alt = 1;
      end
      if (!inc_i) begin
        alt = 0;
      end
      if ( horas == 11000 ) begin
        horas  = 0;
      end
		end
	end
endmodule
</file>
<file path="flow/run.sh">
#!/bin/bash
# OpenROAD 26Q1-2900-gdf79404cd8, Yosys 0.63+post, stock flow scripts
make -C /OpenROAD-flow-scripts/flow DESIGN_CONFIG=/design/flow/config.mk WORK_HOME=/design/flow/orfs finish
</file>
==> impl_metrics.toml <==
# physical design summary
[outcome]
status = "complete, no violations"

[finish]
drive_gt1_share_pct = 26.83
area_growth_pct = 66.94
fin_util_pct = 15.16
final_area_um2 = 518.0
fillers = 388

[detailed_routing]
drtPass1Iterations = 2
met3WireLength_um = 63
wirelength_met1_um = 297
route.met2.wl_um = 258
antenna-diode-count = 0
wirelength_um = 638
viasPerCell = 2.644
dr.first_iter.drc_count = 40
wire_per_inst_um = 7.333
drtAntennaViolNets = 0
vias = 230
top_layer = "met4"
drc_errors = 0

[critical_path]
critPathLaunchType = "flop"
worst-path-buf-inv = 1
crit_fanout = 2
cp_top_family = "buffers and inverters"
worstPathCellList = "clkdlybuf4s50_1"
critical_path_arrival_ns = 1.07
cp_data_required_time_ns = 1.12
cp-end-kind = "output pin"
crit_type = "reg2out"
critPathMaxStageDelay_ns = 0.47
crit_slowest_cell = "clkdlybuf4s50_1"

[die]
die_h_um = 80
rows = 21
core_mm2 = 0.003416
design.die.area_mm2 = 0.006400
initial_core_util_pct = 9.084
io_pins = 10
die_width_um = 80

[clocking]
clk_latency_ns = 0.25
clkSlewWorstSetupHoldPaths_ns = 0.05
clockBufferDepth = 2
cts_tree = "yes"
cts_max_level = 1
holdBufCountCts = 0
clock-root-buffer = "clkbuf_4"
cts_buffers = 3
cts.sinks = 7

[yosys]
netlist_area_um2 = 310.3
yosys_area_um2 = 310.3
synth_cells = 24
ys_ff = 7
yosysTopAreaCell = "dfrtp_1"
syn_area_per_cell_um2 = 12.93
synth_top_area_share_pct = 48.39
yosysCellCount = 24
yosysUniqueCellTypes = 14
postSynthSeqShare_pct = 58.06
yosys_warnings = 7
topCellsByArea = "dfrtp_1 48%, xnor2_1 11%, edfxtp_1 9.7%, nand4_1 6.0%, mux2_4 4.8%"

[sta]
rsz0062_at_grt = "false"
clock_skew_ns = 0.002215
hold_viol = 0
min_period_ns = 1.348
drv_slew = 0
fmax_ghz = 0.7419
finalClockPeriodUsage_pct = 96.28
setup_viol = 0

[global_route]
grt_pass1_wl_um = 1090
grt_max_degree = 7
grt_pass1_vias = 241
grt_overflow_total = 0
grt_usage_pct = 2.144
antenna_found_initial = 0

[power]
p_leak_nw = 0.2307
vdd_drop_max_mv = 0.4415
powerDensity_mw_per_mm2 = 1807
p_total_mw = 0.9360

[place]
dpl-instance-area_um2 = 450.4
finalWeightedCongestion = 0.6789
portBuffers = 8
hpwl_um = 457.4

[flow_run]
maxCapViolCount = 0
warning_count = 25

[worst_hold_path]
hold_class = "in2async"
## sequential cells by signal (all words and copies together) (netlist names)
register	cells
alt	1
horas	6
## synthesized netlist by cell type
| master | number |
|---|---|
| conb_1 | 1 |
| xnor2_1 | 4 |
| dfrtp_1 | 6 |
| ha_1 | 1 |
| buf_4 | 1 |
| nand4_1 | 3 |
| mux2_4 | 1 |
| a21boi_0 | 1 |
| xor2_1 | 1 |
| nand2_1 | 1 |
| nor2b_1 | 1 |
| and3_1 | 1 |
| buf_2 | 1 |
| edfxtp_1 | 1 |
## metrics by stage
stage	setup slack [ns]	std cells	TNS [ns]	hold slack, ns
final	0.05210	87	0	0.3219
after floorplan	0.3574	24	0	-0.01559
after CTS	0.01442	86	0	0.3204
after global routing	0.001041	87	0	0.3401
after detailed placement	-0.06882	78	-0.1680	0.4709
after global placement	-0.06293	78	-0.1295	0.4678
## cells in the final DEF (no fill, tap or decap), drive strengths merged, types with 2 or more instances in the layout
master,count
buf,7
dfrtp,6
clkbuf,4
xnor2,4
clkdlybuf4s50,5
dlymetal6s2s,2
nand4,3
## worst paths after layout
kind | startpoint | depth (start not counted) | slack [ns] | endpoint
min reg2reg | horas[3] | 1 | 0.52 | horas[3]
max | horas[0] | 1 | 0.05 | horas[0]
max reg2reg | horas[0] | 3 | 0.22 | horas[1]
max in group asynchronous | rstn_i | 2 | 0.97 | horas[2]
min | rstn_i | 2 | 0.32 | horas[4]
min in group clk0 | horas[3] | 1 | 0.52 | horas[3]
## power by group
part / switching, mW / internal, mW
Combinational: 0.127 / 0.283
Clock: 0.0722 / 0.109
Sequential: 0.0544 / 0.291
Total: 0.254 / 0.682
## area by class of cell
| class | count | area [um^2] | share of cell area, % |
|---|---|---|---|
| Clock buffer | 4 | 26.28 | 5.072 |
| Multi-Input combinational cell | 15 | 117.6 | 22.71 |
| Sequential cell | 7 | 180.2 | 34.78 |
| Tap cell | 46 | 57.56 | 11.11 |
| Timing Repair Buffer | 15 | 136.4 | 26.33 |
## cell families after synthesis
logic type	count (synthesis)	synth area share, %
muxes	1	4.837
buffers and inverters	2	4.032
AOI/OAI and AO/OA	1	2.420
xor gates and xnor gates	5	14.11
adders and majority gates	1	4.032
DFF	7	58.06
and+or+nand+nor	6	11.29
other	1	1.209
## timing repair
action	4_1_cts	5_1_grt
resized	1	2
endpoints found under the hold margin	0	0
setup endpoints to repair	5	3
buffers inserted	4	1
## metal layers
metal  vias to the layer above  global-route usage [%]
met5                         -                       0
met4                         0                  0.7042
met3                         2                   1.364
met2                         9                   2.729
met1                       106                   2.844
li1                        113                       -
No activity file was given, so power comes from the tool's default toggle rates.
